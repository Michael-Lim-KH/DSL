==> flow/run.sh <==
#!/bin/bash
# OpenROAD 26Q1-2900-gdf79404cd8, Yosys 0.63+post, stock flow scripts
make -C /OpenROAD-flow-scripts/flow DESIGN_CONFIG=/design/flow/config.mk WORK_HOME=/design/flow/orfs finish
==> flow/config.mk <==
export PLATFORM = sky130hd
export DESIGN_NAME = nibbleadd
export DESIGN_NICKNAME = nibbleadd
export VERILOG_FILES = /design/flow/design.v
export SDC_FILE = /design/flow/constraint.sdc
export NUM_CORES = 4
export LEC_CHECK = 1
export CORE_AREA = 10 10 70 70
export DIE_AREA = 0 0 80 80
==> flow/constraint.sdc <==
current_design nibbleadd

set clk_period 2.1
set clk_io_pct 0.2

create_clock -name clk0 -period $clk_period

set non_clock_inputs [all_inputs -no_clocks]
set_input_delay [expr $clk_period * $clk_io_pct] -clock clk0 $non_clock_inputs
set_output_delay [expr $clk_period * $clk_io_pct] -clock clk0 [all_outputs]
==> flow/design.v <==
module nibbleadd(
    input [7:0]A,
    input [7:0]B,
    input ctrl,
    output reg [4:0]q
);
always @ (A,B,ctrl) begin
    if(ctrl==1)
    begin
        q <= A[7:4]+B[7:4];
    end
    else
        q <= A[3:0]+B[3:0];
end
endmodule
==> summary.log <==
[min_path] class of the tightest hold or removal check primary input to output pin
[final_timing] unrepaired setup endpoints after global routing false
[global_routing] leftover overflow at the end of global routing 0
[final_timing] final hold slack 1370 ps
[synth] multiplexer fraction of the synthesized cell area 0.0623
[synth] Unique masters post-synth 20
[finish] count of flip-flops and latches 0
[finish] share of layout cells above drive strength 1 0.418
[min_path] Worst Hold Path Cells 5
[routing] diode count 0
[pwr] share of power burned in registers 0
[synth] yosys simple share 0.253
[pwr] peak supply drop 0.0771 mV
[clock_tree] hold_buf cts 0
[critical_path] data arrival time at the worst-slack endpoint 1610 ps
[pwr] net switching power 0.0556 mW
[critical_path] crit end category output pin
[synth] synthesized-area fraction occupied by ao, oa, aoi and oai cells 0.125
[synth] register share after synthesis 0
[final_timing] total count of hold-check failures in the final report 0
[pwr] fraction of power spent switching nets 0.397
[floorplanning] total die area 6400 sq um
[synth] area of the synthesized netlist per yosys stat 342 sq um
[synth] largest area contributor in the netlist sky130_fd_sc_hd__ha_1
[placement] Routability Congestion 0.724
[critical_path] WP data required 1680 ps
[final_timing] Slew HR 0.876
[pwr] clock network fraction of design power 0
[outcome] status finished, final reports clean
[synth] commonest cells in the synthesized netlist sky130_fd_sc_hd__ha_1, sky130_fd_sc_hd__inv_1, sky130_fd_sc_hd__a21oi_1
[placement] DP Worst Slack -698 ps
[routing] DRT antenna net count 0
[global_routing] maximum number of pins on one net before global-route repair 9
[routing] total wire length after detailed routing 1140 um
[synth] number of warnings reported in the yosys synthesis log 1
[routing] DR DRC count 0
[flow_run] number of warnings in the stage logs 32
[finish] count of filler cells inserted in the layout 384
[floorplanning] standard-cell row count 21
[routing] first-iteration detailed-routing DRC count 7
[critical_path] critical path launch point type primary input
[routing] detailed-route via count 354
[floorplanning] number of ports placed on the die boundary 22
[global_routing] number of global-route vias before repair 385
[final_timing] Final min period 2030 ps
[min_path] worst hold endpoint q[4]
[finish] Synth-to-Final Area Change 96.7%
[synth] Yosys Instances 42
[final_timing] highest clock rate 0.494 GHz
[finish] Layout clock buffers 0
[synth] instance count of the mapped netlist 42
[finish] FF/Latch Area 0 sq um
[global_routing] antenna violations before repair 0
[flow_run] Max Cap Violations 0
[critical_path] CP Launch Point B[6]
[final_timing] Setup Viol. Count Final 0
[synth] area fraction in full adders, half adders and majority gates 0.410
[pwr] pwr dens 209 nW/um^2
[routing] router iterations before antenna repair 3
[synth] post-synthesis share of cell area spent on xor and xnor gates 0.0513
[synth] Synth Area per Inst 8.13 sq um
[synth] total standard cell area after synthesis 342 sq um
[pwr] Power Internal 0.0846 mW
[placement] instance count after placement with tap cells included 112
[min_path] hold wc startpoint A[3]
[floorplanning] Die Span X 80 um
[floorplanning] die height 80 um
[synth] cells taking the most area after synthesis sky130_fd_sc_hd__ha_1, sky130_fd_sc_hd__fa_1, sky130_fd_sc_hd__a21oi_1, sky130_fd_sc_hd__inv_1, sky130_fd_sc_hd__nor2b_1
[critical_path] WS Path Type primary input to output pin
[routing] post-detailed-route wirelength per cell 10.1 um
[placement] count of input and output buffers 22
[final_timing] Slew Limit Fails 0
[pwr] static leakage 0.290 nW
[final_timing] final critical-path setup slack 75.0 ps
[critical_path] maximum fanout encountered on the critical timing path 3
[floorplanning] core outline area 3420 sq um
[synth] most common cell in the synthesized netlist sky130_fd_sc_hd__ha_1
[finish] post-route non-filler standard cell count 113
[global_routing] global-route wire length before repair 1790 um
[routing] ratio of routed vias to standard cells 3.13
[synth] main logic family after synthesis adder cells
[pwr] portion of total power attributed to combinational logic 1.000
[final_timing] Final Cycle Share 0.964
[floorplanning] Init Core Util 0.100
[global_routing] Total Routing Usage GR 0.0345
[synth] fraction of post-synthesis cell area in the top cell type by area 0.293
[final_timing] transition time at the pin with the least slew margin 185 ps
==> layer usage <==
layer | vias up | global-route usage | part of all wire
met5 | - | 0 | 0
met4 | 0 | 0 | 0
met3 | 0 | 0.0125 | 0.094
met2 | 13 | 0.0538 | 0.43
met1 | 145 | 0.0473 | 0.48
li1 | 196 | - | -
==> cell families (layout without fill, tap and decap cells) <==
family / Yosys count / in the layout
xor gates and xnor gates: 2 / 2
buffers and inverters: 7 / 32
AOI/OAI and AO/OA: 8 / 8
muxes: 2 / 2
and+or+nand+nor: 13 / 13
adders and majority gates: 10 / 10
==> cell type report <==
| class | instances | area, sq um | area share |
|---|---|---|---|
| inverter | 6 | 22.5 | 0.0335 |
| multi-input combinational | 35 | 372 | 0.553 |
| timing repair buffer | 26 | 220 | 0.328 |
| tap | 46 | 57.6 | 0.0857 |
==> placed cells by master (no fill, tap or decap) <==
cell type,netlist,layout
sky130_fd_sc_hd__clkbuf_2,0,2
sky130_fd_sc_hd__inv_2,0,3
sky130_fd_sc_hd__ha_2,0,2
sky130_fd_sc_hd__xnor2_1,1,1
sky130_fd_sc_hd__o21ai_1,0,2
sky130_fd_sc_hd__and3_4,1,1
sky130_fd_sc_hd__buf_2,0,4
sky130_fd_sc_hd__nor4_2,1,1
sky130_fd_sc_hd__mux2_2,1,1
sky130_fd_sc_hd__a21oi_1,5,2
sky130_fd_sc_hd__clkdlybuf4s15_1,0,3
sky130_fd_sc_hd__nor2b_1,3,3
sky130_fd_sc_hd__nor2_2,1,1
sky130_fd_sc_hd__nor2_1,2,2
sky130_fd_sc_hd__buf_4,0,1
sky130_fd_sc_hd__ha_1,8,3
sky130_fd_sc_hd__mux2i_1,1,1
sky130_fd_sc_hd__ha_4,0,3
sky130_fd_sc_hd__fa_2,0,2
sky130_fd_sc_hd__and4b_1,1,1
sky130_fd_sc_hd__nand3_1,2,1
sky130_fd_sc_hd__dlygate4sd2_1,0,11
sky130_fd_sc_hd__nand3_2,0,1
sky130_fd_sc_hd__nand2_1,1,1
sky130_fd_sc_hd__buf_6,1,3
sky130_fd_sc_hd__nand2b_1,1,1
sky130_fd_sc_hd__dlymetal6s2s_1,0,1
sky130_fd_sc_hd__clkdlybuf4s50_1,0,1
sky130_fd_sc_hd__a21oi_2,0,3
sky130_fd_sc_hd__a22oi_1,1,1
sky130_fd_sc_hd__xor2_1,1,1
sky130_fd_sc_hd__inv_1,6,3
==> worst max-delay path by stage <==
stage	end
CTS	q[4]
global route	q[3]
finish	q[3]
==> worst max-delay path, cell delays in order <==
cell,delay (ps)
sky130_fd_sc_hd__dlygate4sd2_1,260
sky130_fd_sc_hd__ha_4,290
sky130_fd_sc_hd__a21oi_2,60
sky130_fd_sc_hd__and4b_1,210
sky130_fd_sc_hd__nor4_2,230
sky130_fd_sc_hd__buf_2,140
==> power groups by stage <==
stage	combinational [mW]	clock, mW	sequential (mW)
4_1_cts	0.142	0	0
6_report	0.140	0	0
5_1_grt	0.159	0	0
==> stage by stage <==
| stage | util | power (mW) | TNS [ps] | cell area [sq um] |
|---|---|---|---|---|
| after floorplan | - | 0.0593 | 0 | 342 |
| after global placement | 0.185 | 0.141 | -2650 | 631 |
| final | 0.197 | 0.140 | 0 | 672 |
| after detailed placement | 0.185 | 0.142 | -2650 | 631 |
| after CTS | 0.194 | 0.142 | 0 | 663 |
| after global routing | 0.197 | 0.159 | 0 | 672 |
==> repair_timing <==
item / in CTS / in global routing
buffers inserted: 0 / 1
gates resized: 50 / 7
setup endpoints to repair: 5 / 3
pin swaps: 15 / 11
No activity file was given, so power comes from the tool's default toggle rates.
