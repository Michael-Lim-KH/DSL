### flow/config.mk
export PLATFORM = sky130hd
export DESIGN_NAME = top_module
export DESIGN_NICKNAME = top_module
export VERILOG_FILES = /design/flow/design.v
export SDC_FILE = /design/flow/constraint.sdc
export NUM_CORES = 4
export LEC_CHECK = 1
export CORE_UTILIZATION = 50
### flow/constraint.sdc
current_design top_module

set clk_period 2.8
set clk_io_pct 0.2

create_clock -name clk0 -period $clk_period [get_ports {clk}]

set non_clock_inputs [all_inputs -no_clocks]
set_input_delay [expr $clk_period * $clk_io_pct] -clock clk0 $non_clock_inputs
set_output_delay [expr $clk_period * $clk_io_pct] -clock clk0 [all_outputs]
### flow/design.v
`timescale 1ns / 1ps
module top_module(
    input clk,       
    input btnR,      
    output [6:0] seg, 
    output dp,       
    output [3:0] an  
);
wire rstn;
assign rstn=~btnR;
reg clk_500hz_r;
reg clk_1hz_r;
reg [16:0]cnter_500hz_r;     
reg [7:0] cnter_1hz_r;       
always@(posedge clk, negedge rstn)begin
    if(!rstn)begin               
        clk_500hz_r <= 1'b0;     
        cnter_500hz_r <= 17'd0;  
    end
    else begin
        if(cnter_500hz_r == 17'd100_000-1'b1)begin    
            clk_500hz_r <= ~clk_500hz_r;         
            cnter_500hz_r <= 17'd0;              
        end
        else
            cnter_500hz_r <= cnter_500hz_r +1'b1;  
    end
end
always@(posedge clk_500hz_r, negedge rstn)begin
    if(!rstn)begin
        clk_1hz_r <= 1'b0;
        cnter_1hz_r <= 8'd0;
    end
    else begin
        if(cnter_1hz_r == 8'd250-1'b1)begin
            clk_1hz_r <= ~clk_1hz_r;
            cnter_1hz_r <= 8'd0;
        end
        else
            cnter_1hz_r <= cnter_1hz_r +1'b1;
    end
end
reg [7:0] segment_r;         
assign dp =  segment_r[7];   
assign seg[6:0] = segment_r[6:0];    
reg [3:0] cur_num_r;         
wire [15:0] bcd_num;         
reg [3:0] an_r;              
assign an = ~an_r;           
always @(negedge rstn,posedge clk_500hz_r)begin
    if(!rstn)begin
        an_r <= 4'b0000;     
    end
    else begin
        case(an_r)                  
        4'b0001: an_r <= 4'b0010;    
        4'b0010: an_r <= 4'b0100;    
        4'b0100: an_r <= 4'b1000;    
        default: an_r <= 4'b0001;    
        endcase
    end
end
always @(an_r,bcd_num)begin
    case(an_r)
        4'b0001: cur_num_r <= bcd_num[3:0];
        4'b0010: cur_num_r <= bcd_num[7:4];
        4'b0100: cur_num_r <= bcd_num[11:8];
        4'b1000: cur_num_r <= bcd_num[15:12];
        default: cur_num_r <= 4'b0;
    endcase    
end
always @(cur_num_r) begin
    case(cur_num_r)
        4'h0:segment_r <= 8'hc0;     
        4'h1:segment_r <= 8'hf9;     
        4'h2:segment_r <= 8'ha4;     
        4'h3:segment_r <= 8'hb0;     
        4'h4:segment_r <= 8'h99;     
        4'h5:segment_r <= 8'h92;     
        4'h6:segment_r <= 8'h82;     
        4'h7:segment_r <= 8'hF8;     
        4'h8:segment_r <= 8'h80;     
        4'h9:segment_r <= 8'h90;     
        default: segment_r <= 8'hff;
    endcase
end
reg [3:0] sec_unit_bcd_r,sec_deca_bcd_r,min_unit_bcd_r,min_deca_bcd_r;  
reg sec_unit_cout,sec_deca_cout,min_unit_cout;  
always @(posedge clk_1hz_r or negedge rstn)begin
    if(!rstn)begin
        sec_unit_bcd_r <= 4'd0;  
        sec_unit_cout <= 1'b0;   
    end
    else begin
        if(sec_unit_bcd_r == 4'h9)begin
            sec_unit_cout <= 1'b1;   
            sec_unit_bcd_r <= 4'd0;  
        end
        else begin
            sec_unit_cout <= 1'b0;                       
            sec_unit_bcd_r <= sec_unit_bcd_r + 1'b1;  
        end
    end
end
always @(posedge sec_unit_cout or negedge rstn)begin
    if(!rstn)begin
        sec_deca_bcd_r <= 4'd0;
        sec_deca_cout <= 1'b0;
    end
    else begin
        if(sec_deca_bcd_r == 4'h5)begin
            sec_deca_cout <= 1'b1;
            sec_deca_bcd_r <= 4'd0;
        end
        else begin
            sec_deca_cout <= 1'b0;
            sec_deca_bcd_r <= sec_deca_bcd_r + 1'b1;
        end
    end
end
always @(posedge sec_deca_cout or negedge rstn)begin
    if(!rstn)begin
        min_unit_bcd_r <= 4'd0;
        min_unit_cout <= 1'b0;
    end
    else begin
        if(min_unit_bcd_r == 4'h9)begin
            min_unit_cout <= 1'b1;
            min_unit_bcd_r <= 4'd0;
        end
        else begin
            min_unit_cout <= 1'b0;
            min_unit_bcd_r <= min_unit_bcd_r + 1'b1;
        end
    end
end
always @(posedge min_unit_cout or negedge rstn)begin
    if(!rstn)begin
        min_deca_bcd_r <= 4'd0;
    end
    else begin
        if(min_deca_bcd_r == 4'h5)begin
            min_deca_bcd_r <= 4'd0;
        end
        else begin
            min_deca_bcd_r <= min_deca_bcd_r + 1'b1;
        end
    end
end
assign  bcd_num[15:12]  = min_deca_bcd_r;
assign  bcd_num[11:8]   = min_unit_bcd_r;
assign  bcd_num[7:4]    = sec_deca_bcd_r;
assign  bcd_num[3:0]    = sec_unit_bcd_r;
endmodule
### flow/run.sh
#!/bin/bash
# OpenROAD 26Q1-2900-gdf79404cd8, Yosys 0.63+post, stock flow scripts
make -C /OpenROAD-flow-scripts/flow DESIGN_CONFIG=/design/flow/config.mk WORK_HOME=/design/flow/orfs finish
==> out/qor.yml <==
clk_latency_ps: 250
report.final.setup_viol: 0
cts_buffers: 3
power.switching_mw: 0.0895
io_pins: 14
edf_count: 0
untimed_endpoints: 43
io_buffers: 12
top_logic_kind: "simple AND/OR/NAND/NOR gates"
ys_area_um2: 2480
globalRouteTotalUtil_pct: 16.7
num_rows: 25
cts_root_buf: "clkbuf_8"
fa_ha_area_share_pct: 4.03
mux_area_share_pct: 3.83
diodes: 0
holdWs_ps: 484
final_util_pct: 57.5
cap_violations: 0
synth_cell_types: 36
grt_max_degree: 36
hold_path_class: "flop to flop"
path_clk_slew_ps: 60
num_vias: 1581
cell_internal_pwr_mw: 0.387
power_density_nw_per_um2: 175
coreArea_um2: 4750
cts_tree: "built"
unclocked_regs: 32
p_sw_share_pct: 18.8
ant_nets: 0
final_area_um2: 2730
initial_core_util_pct: 52.3
post_cts_resize_count: 0
via_per_inst: 4.94
syn-instance-count: 239
rsz0062_at_grt: "no"
grt_pass1_wl_um: 6630
power_frac_clock_pct: 42.1
areaGrowthSynthToFinish_pct: 9.97
ir_drop_uv: 364
ys_seq_share_pct: 50.4
gr-total-overflow: 0
dieArea_um2: 5260
cp_max_fo: 10
numSynthFlops: 50
comb_power_share_pct: 3.5
hpwl_um: 2850
timing.setup.tns_ps: 0
die_width_um: 72.5
warnings: 30
wl_um: 3690
postCtsHoldBufs: 0
grt_pass1_vias: 1458
drv_slew: 0
place_congestion: 0.846
arrival_ps: 2070
yosys_cells: 239
clock_skew_ps: 3.27
cts_buffer_depth: 2
avgSynthCellArea_um2: 10.4
drive_gt1_share_pct: 5.14
critPathRequiredTime_ps: 2930
end_kind: "flop"
fmax_mhz: 516
post-cts-setup-buffers: 0
antenna_found_initial: 0
die_h_um: 72.5
leakagePower_nw: 1.24
period_minus_slack_ps: 1940
postSynth.asyncResetShare_pct: 100
place_area_um2: 2680
yosys_most_used_dff: "dfrtp_1"
ys_sh_xor_pct: 9.16
hold_viol: 0
tightestPinTransition_ps: 683
wire_per_inst_um: 11.5
drtPass1Iterations: 4
yosysWarnings: 1
worstSetupPathType: "flop to flop"
fillers: 404
drtIter0Drc: 52
ys_sh_simple_pct: 18.9
netlist_area_um2: 2480
fin_crit_sh_pct: 69.2
cp-start-kind: "flop"
drc: 0
slew_headroom_pct: 54.4
ctsHtreeMaxLevel: 1
status: "completed"
aoi_share_pct: 10.1
seqPwrFrac_pct: 54.5
[synth_stat cells (5+ instances only)]
library cell | count | share of area (%)
nand3_1 | 8 | 1.6
nor3_1 | 5 | 1.0
nor2_1 | 20 | 3.0
o21ai_0 | 12 | 2.4
dfrtp_1 | 50 | 50
mux2i_1 | 8 | 3.2
xor2_1 | 13 | 4.6
nand2_1 | 29 | 4.4
a22o_1 | 9 | 3.2
ha_1 | 8 | 4.0
inv_1 | 16 | 2.4
xnor2_1 | 13 | 4.6
[per-layer routing]
layer  track usage, %  up-vias  share of wire, %
met5                0        -                 0
met3             2.11        2               1.5
met2             24.0        9                42
met4            0.654        0              0.46
met1             30.3      737                56
li1                 -      833                 -
[kinds of logic after synthesis]
| logic type | after synthesis |
|---|---|
| buf+inv | 20 |
| xor+xnor | 26 |
| flops | 50 |
| other cells | 1 |
| simple gates | 91 |
| mux | 9 |
| fa+ha+maj | 8 |
| compound gates | 34 |
[worst paths after layout]
path	start	to	slack (ps)	depth (start not counted)
worst max-delay path	cnter_500hz_r[12]$_DFF_PP0_	cnter_500hz_r[15]$_DFF_PP0_	860	5
worst max register to register	cnter_500hz_r[12]$_DFF_PP0_	cnter_500hz_r[15]$_DFF_PP0_	860	5
max in group asynchronous	btnR	cnter_500hz_r[2]$_DFF_PP0_	1620	2
min in group asynchronous	btnR	cnter_500hz_r[11]$_DFF_PP0_	730	2
worst min-delay path	cnter_500hz_r[13]$_DFF_PP0_	cnter_500hz_r[13]$_DFF_PP0_	480	1
worst min register to register	cnter_500hz_r[13]$_DFF_PP0_	cnter_500hz_r[13]$_DFF_PP0_	480	1
[per-stage QoR]
stage                     power, mW  worst slack, ps  instances
final                         0.477              861        320
after global routing          0.507              734        320
after CTS                     0.486              843        320
after detailed placement      0.282              851        316
after global placement        0.282              870        316
after floorplan               0.276             1040        239
[critical path, cell delays in order (launching register included)]
cell and delay, ps:
dfrtp_1 400, or4b_1 520, nor4b_1 230, and4_1 460
nand2b_1 150, mux2i_1 60
[power by group through the flow]
stage | clock [mW] | combinational (mW) | sequential, mW
6_report | 0.201 | 0.0166 | 0.260
5_1_grt | 0.228 | 0.0204 | 0.259
4_1_cts | 0.209 | 0.0179 | 0.260
[registers in the layout, summed over array words and instances, names as in the netlist]
register	flops
an_r	4
clk_1hz_r	1
clk_500hz_r	1
cnter_1hz_r	8
cnter_500hz_r	17
min_deca_bcd_r	4
min_unit_bcd_r	4
min_unit_cout	1
sec_deca_bcd_r	4
sec_deca_cout	1
sec_unit_bcd_r	4
sec_unit_cout	1
[cells in the final DEF, fill, tap and decap left out, drive strengths merged, types with 2 or more instances in the layout]
| cell type | synthesis | layout |
|---|---|---|
| nand4 | 2 | 2 |
| a22o | 9 | 9 |
| a21oi | 4 | 4 |
| inv | 16 | 16 |
| nor2 | 20 | 20 |
| a31oi | 3 | 3 |
| and4 | 3 | 3 |
| nand3 | 8 | 8 |
| nor4b | 3 | 3 |
| mux2i | 8 | 8 |
| ha | 8 | 8 |
| dfrtp | 50 | 50 |
| clkbuf | 1 | 4 |
| xor2 | 13 | 13 |
| buf | 3 | 2 |
| a22oi | 3 | 3 |
| and3 | 4 | 4 |
| nor2b | 5 | 5 |
| a21o | 2 | 2 |
| o21ai | 12 | 12 |
| nor3 | 6 | 6 |
| clkdlybuf4s50 | 0 | 12 |
| nand2b | 3 | 3 |
| nand2 | 29 | 29 |
| xnor2 | 13 | 13 |
| and2 | 4 | 4 |
[final cells by class]
cell class                 count  area, µm²  area share, %
timing repair buffer          14        135           4.95
sequential                    50       1250           45.8
clock buffer                   4       55.1           2.01
multi-input combinational    169       1150           42.0
tap                           67       83.8           3.07
inverter                      16       60.1           2.20
Power and IR drop assume default switching activity.
