### flow/design.v
`timescale 1ns / 1ps
module Segment(
    input rstn,
    input clk500hz,
    input [15:0] bcd_num,
    output [3:0] an,
    output [6:0] segment
);
reg [6:0] segment_r;
reg [3:0] an_r;
assign segment = ~ segment_r;
reg [3:0] cur_num_r;         
assign an = ~an_r;
always @(negedge rstn,posedge clk500hz)begin
    if(!rstn)begin
        an_r <= 4'b0000;     
    end
    else begin
        case(an_r)                  
        4'b0001: an_r <= 4'b0010;    
        4'b0010: an_r <= 4'b0100;    
        4'b0100: an_r <= 4'b1000;    
        default: an_r <= 4'b0001;    
        endcase
    end
end
always @(an_r,bcd_num)begin
    case(an_r)
        4'b0001: cur_num_r <= bcd_num[3:0];
        4'b0010: cur_num_r <= bcd_num[7:4];
        4'b0100: cur_num_r <= bcd_num[11:8];
        4'b1000: cur_num_r <= bcd_num[15:12];
        default: cur_num_r <= 4'b0;
    endcase    
end
always @(cur_num_r) begin
    case(cur_num_r)
        4'h0:segment_r <= 7'h40;     
        4'h1:segment_r <= 7'h4f;     
        4'h2:segment_r <= 7'h24;     
        4'h3:segment_r <= 7'h30;     
        4'h4:segment_r <= 7'h19;     
        4'h5:segment_r <= 7'h12;     
        4'h6:segment_r <= 7'h02;     
        4'h7:segment_r <= 7'h78;     
        4'h8:segment_r <= 7'h00;     
        4'h9:segment_r <= 7'h10;     
        default: segment_r <= 7'h7f;
    endcase
end
endmodule
### flow/run.sh
#!/bin/bash
# OpenROAD 26Q1-2900-gdf79404cd8, Yosys 0.63+post, stock flow scripts
make -C /OpenROAD-flow-scripts/flow DESIGN_CONFIG=/design/flow/config.mk WORK_HOME=/design/flow/orfs finish
### flow/config.mk
export PLATFORM = sky130hd
export DESIGN_NAME = Segment
export DESIGN_NICKNAME = Segment
export VERILOG_FILES = /design/flow/design.v
export SDC_FILE = /design/flow/constraint.sdc
export NUM_CORES = 4
export LEC_CHECK = 1
export CORE_AREA = 10 10 70 70
export DIE_AREA = 0 0 80 80
### flow/constraint.sdc
current_design Segment

set clk_period 4.7
set clk_io_pct 0.2

create_clock -name clk0 -period $clk_period [get_ports {clk500hz}]

set non_clock_inputs [all_inputs -no_clocks]
set_input_delay [expr $clk_period * $clk_io_pct] -clock clk0 $non_clock_inputs
set_output_delay [expr $clk_period * $clk_io_pct] -clock clk0 [all_outputs]
==> flow_metrics.py <==
# Metrics from the implementation run
metrics = {
    "outcome": {
        "status": "completed",
    },
    "worst_setup_path": {
        "worstSetupStartpointType": "input port",
        "arrival_ns": 3.05,
        "critical_path.endpoint_type": "output port",
        "critical_path_class": "in2out",
        "crit_required_ns": 3.76,
        "crit_fanout": 3,
    },
    "global_route": {
        "grt_pass1_wl_um": 2663,
        "grt.overflow.total": 0,
        "grt_start_max_net_pins": 13,
        "grt_usage_pct": 5.056,
        "antenna_found_initial": 0,
        "grt_pass1_vias": 573,
    },
    "floorplan": {
        "num_rows": 21,
        "die_area_mm2": 0.006400,
        "fp_util_pct": 17.11,
        "io_pins": 29,
        "core-area_mm2": 0.003416,
        "die_w_um": 80,
        "dieHeight_um": 80,
    },
    "routing": {
        "drc": 0,
        "vias_per_cell": 4.115,
        "routed_wl_um": 1672,
        "drtIter0Drc": 24,
        "vias": 535,
        "drtPass1Iterations": 4,
        "ant_nets": 0,
        "wl_per_cell_um": 12.86,
        "diodes": 0,
    },
    "cells_and_area": {
        "largest_reg_flops": 4,
        "layout_top_cell": "clkdlybuf4s50_1",
        "final_cell_mix": "28 x clkdlybuf4s50_1, 4 x inv_2, 4 x nand3b_1, 4 x dfrtp_1",
        "syn_to_final_growth_pct": 54.39,
        "regMostFlops": "an_r",
        "top_regs": "an_r x4",
        "design_area_um2": 902.1,
        "layout-drive-gt1-share_pct": 21.43,
    },
    "cts": {
        "cts.sinks": 4,
        "path_clk_slew_ns": 0.04,
        "cts_resized": 0,
        "cts_tree": "done",
        "postCtsHoldBufs": 0,
        "root_buffer": "clkbuf_4",
        "clock_latency_ns": 0.23,
        "htree_num_levels": 1,
        "post_cts_buffers": 0,
        "ctsLongestPathBuffers": 2,
        "cts_buffers": 3,
    },
    "timing": {
        "rsz0062_at_grt": "false",
        "min_period_ns": 3.989,
        "max_freq_mhz": 250.7,
        "slew_headroom_pct": 67.61,
        "worst_hold_slack_ns": 0.7183,
        "finalClockPeriodUsage_pct": 84.87,
        "finalMaxSlewViolations": 0,
        "tightest_slew_ns": 0.4858,
        "skew_ns": 0.001343,
        "fin_tns_setup_ns": 0,
        "hold_viol": 0,
        "finalSetupViolations": 0,
    },
    "synth": {
        "ys.flop_type": "dfrtp_1",
        "netlist_area_um2": 584.3,
        "synth_cell_types": 35,
        "avgSynthCellArea_um2": 10.07,
        "ys_cells": 58,
        "yosysWarnings": 1,
        "ys_seq_elements": 4,
        "top_cell_area_share_pct": 17.13,
        "syn_inst": 58,
        "ys_seq_share_pct": 17.13,
        "largest_area_cell": "dfrtp_1",
        "synth_chip_area_um2": 584.3,
        "synth.area.top_cells": "dfrtp_1 17%, ha_1 6.4%, nand3b_1 5.1%, a221oi_4 4.5%, nor4b_4 4.1%",
        "postSynth.asyncResetShare_pct": 100.0,
        "synth-edff-count": 0,
    },
    "pwr": {
        "swShare_pct": 23.01,
        "pwr-share-clk_pct": 34.3,
        "seq_power_share_pct": 28.3,
        "p_comb_share_pct": 37.4,
        "p_leak_nw": 0.3342,
        "p_int_mw": 0.09422,
        "finalPower_mw": 0.1224,
        "p_sw_mw": 0.02815,
        "pwr_density_cell_mw_per_mm2": 135.7,
        "ir_drop_mv": 0.05480,
    },
    "flow_run": {
        "tool_warnings": 26,
        "maxCapViolCount": 0,
    },
    "placement": {
        "place.gp.congestion": 0.7678,
        "detailed_place.area_um2": 879.6,
        "hpwlAfterDp_um": 1381,
        "io_buffers": 28,
    },
    "min_path": {
        "hp-class": "reg2reg",
    },
}
synth_stat cells, types with 2 or more instances:
cell type and instances:
o22ai_1 2, nand2_1 3, o21ai_0 2, inv_2 4, buf_6 2, dfrtp_1 4, and2b_1 2, o21ai_1 2
buf_4 2, ha_1 3, a22o_1 2, inv_1 2, o21ai_2 2, nand3_1 2, nand3b_1 4
per-stage QoR:
| step | utilization (%) | cells | setup slack [ns] |
|---|---|---|---|
| finish | 26.41 | 130 | 0.7111 |
| global placement | 25.75 | 127 | 0.7257 |
| detailed placement | 25.75 | 127 | 0.7005 |
| CTS | 26.41 | 130 | 0.6928 |
| floorplan | - | 58 | 1.784 |
| global route | 26.41 | 130 | 0.6288 |
metal layers:
layer | routed length (µm) | share of wire [%] | global-route usage, %
met5 | 0 | 0 | 0
met4 | 27 | 1.6 | 1.408
met3 | 108 | 6.5 | 1.364
met2 | 649 | 39 | 7.063
met1 | 888 | 53 | 7.343
worst max-delay path, stage by stage:
cell             delay [ns]
clkdlybuf4s50_1        0.47
nand3b_1               0.09
a211oi_2               0.34
a221oi_1               0.09
ha_1                   0.23
mux2_4                 0.29
o22ai_2                0.11
clkdlybuf4s50_1        0.49
logic make-up after synthesis:
logic type      Yosys count  share of synthesized area, %
compound gates           21                         35.76
xor+xnor                  1                         1.499
fa+ha+maj                 3                         6.425
buf+inv                  11                         11.13
flops                     4                         17.13
mux                       2                         4.282
simple gates             16                         23.77
path summary, 6_finish.rpt:
| kind | start | endpoint | slack [ns] | cells after the start |
|---|---|---|---|---|
| min in group asynchronous | rstn | an_r[0] | 0.91 | 1 |
| worst min-delay path | an_r[3] | an_r[3] | 0.72 | 1 |
| max in group asynchronous | rstn | an_r[2] | 3.62 | 1 |
| worst max-delay path | bcd_num[5] | segment[0] | 0.71 | 8 |
| worst min register to register | an_r[3] | an_r[3] | 0.72 | 1 |
| worst max register to register | an_r[0] | an_r[0] | 3.44 | 2 |
final cells by class:
| type | count | area [µm²] |
|---|---|---|
| flip-flops and latches | 4 | 100.1 |
| fillers | 371 | 2514 |
| repair buffers | 28 | 280.3 |
| clock buffers | 3 | 22.52 |
| multi-input cells | 43 | 419.2 |
| well taps | 46 | 57.56 |
| inverters | 6 | 22.52 |
power groups by stage:
stage / sequential (mW) / clock, mW / combinational [mW]
after CTS: 0.0346 / 0.0445 / 0.0469
final: 0.0346 / 0.0419 / 0.0458
after global routing: 0.0346 / 0.0459 / 0.0505
Power and IR drop assume default switching activity.
